==> ./design.v <==
module Popcount #(
    parameter int DW = 32
) (
  input  logic [        DW - 1 : 0] data_i,
  output logic [$clog2(DW) - 1 : 0] pc_o
);
  always_comb begin
    pc_o = 0;
    for (int i = 0; i < DW; i++) begin
      pc_o += data_i[i];
    end
  end
endmodule
==> ./run.sh <==
#!/bin/bash
# OpenROAD 26Q1-2900-gdf79404cd8, Yosys 0.63+post, stock flow scripts
make -C /OpenROAD-flow-scripts/flow DESIGN_CONFIG=/design/flow/config.mk WORK_HOME=/design/flow/orfs finish
==> ./config.mk <==
export PLATFORM = sky130hd
export DESIGN_NAME = Popcount
export DESIGN_NICKNAME = Popcount
export VERILOG_FILES = /design/flow/design.v
export SDC_FILE = /design/flow/constraint.sdc
export NUM_CORES = 4
export LEC_CHECK = 1
export CORE_AREA = 10 10 94 94
export DIE_AREA = 0 0 104 104
==> ./constraint.sdc <==
current_design Popcount

set clk_period 11.6
set clk_io_pct 0.2

create_clock -name clk0 -period $clk_period

set non_clock_inputs [all_inputs -no_clocks]
set_input_delay [expr $clk_period * $clk_io_pct] -clock clk0 $non_clock_inputs
set_output_delay [expr $clk_period * $clk_io_pct] -clock clk0 [all_outputs]
==> flow_summary.toml <==
# generated from flow reports
[run_status]
run_status = "finished, final reports clean"

[sta]
setup_viol_count_final = 0
maxClockFrequency_mhz = 103
timing.final.hold_violations = 0
setup-tns-final_ps = 0
final_min_period_over_clock_period_pct = 83.5
worstMarginPinSlew_ps = 128
relSlewSlack_pct = 91.4
finalCriticalPeriod_ps = 9680
unrepaired_setup_endpoints_after_global_routing = "false"
drv_slew = 0

[worst_setup_path]
max_stage_delay_ps = 540
critPathCaptureType = "output pin"
worst-endpoint-arrival_ps = 7360
critical_path_cell_by_cell = "clkdlybuf4s50_1, fa_1, inv_1, fa_1, fa_1, fa_1, fa_1, fa_1, inv_1, ha_1, inv_1, fa_1, nand2b_1, a21oi_2, xor2_1, clkdlybuf4s50_1"
startpoint_types = "primary input"
cp.buffers_inverters = 5
critical_path.slowest_cell = "sky130_fd_sc_hd__fa_1"
cpLargestDelayFamily = "adder cells"
highest_fanout_seen_on_the_critical_path = 2
timing.critical_path.required_ps = 9280
critPathMostFrequentCell = "sky130_fd_sc_hd__fa_1"
timing_worst_setup_path_type = "primary input to output pin"

[min_path]
hold_path.class = "primary input to output pin"

[pwr]
power.density_cell_area_nw_per_um2 = 339
worst_ir_drop_vdd_mv = 0.110
cellLeakagePower_nw = 0.594

[global_route]
antenna_violations_before_repair = 0
gr-total-overflow = 0
grt_start_max_net_pins = 4
vias_in_the_first_global_route = 594
total_global_routing_track_utilization_pct = 3.24
grt_pass1_wl_um = 2870

[synth]
yosys-stat-area_sq_um = 768
yosysTopAreaCellShare_pct = 62.5
synth.yosys.num_cells = 76
synth.lib_cells_used.distinct = 9
syn-mean-instance-area_sq_um = 10.1
synth-seq-area-share_pct = 0
yosys_warnings = 1
ys_top_cells_by_area = "sky130_fd_sc_hd__fa_1 63%, sky130_fd_sc_hd__inv_1 18%, sky130_fd_sc_hd__ha_1 11%"
mappedNetlistArea_sq_um = 768
cell_accounting_for_the_most_synthesized_area = "sky130_fd_sc_hd__fa_1"
count_of_mapped_cells_out_of_synthesis = 76

[drt]
vias_per_cell = 2.63
wl_per_cell_um = 8.49
insertedDiodeCount = 0
drtIter0Drc = 7
detailroute.via_count = 549
drt_drc_violations_left = 0
finalWirelength_um = 1780
antenna_violating_nets_post_route = 0
detailedRoute.firstPassIterationCount = 2

[floorplan]
width_of_the_chip_um = 104
chip_area_sq_um = 10800
std_cell_rows = 30
io-pin-count = 37
die-height_um = 104
placeableCoreArea_sq_um = 6830
floorplanUtilization_pct = 11.2

[place]
place.detailed.hpwl_um = 1790
finalWeightedCongestion = 0.689
port_buffers = 37
placed_instance_count = 209

[cts]
postCtsSetupRepairBufs = 0
holdBufCountCts = 0
postCtsResizedCells = 0

[final_layout]
sequential_cell_count = 0
clkbuf_count = 0
finalNonFillerCells = 209
seqCellArea_sq_um = 0
layout_area_growth_over_synthesis_pct = 63.8
post_route_cells_drive_above_1_share_pct = 1.77

[run]
log.warning_count = 32
max-cap-violations = 0
-- path summary, 6_finish.rpt --
check	to	cells past startpoint	start
worst max-delay path	pc_o[4]	16	data_i[0]
worst min-delay path	pc_o[0]	3	data_i[2]
-- metal layers --
| metal | global-route usage [%] | vias up | wire, um |
|---|---|---|---|
| met5 | 0 | - | 0 |
| met4 | 0 | 0 | 0 |
| met3 | 0.439 | 0 | 73 |
| met2 | 4.86 | 26 | 746 |
| met1 | 5.12 | 247 | 955 |
| li1 | - | 276 | - |
-- Yosys cell counts, drive strengths merged --
library cell,count
inv,36
fa,24
ha,7
a21oi,2
nor2,2
xnor2,2
a21o,1
nand2b,1
xor2,1
-- per-stage QoR --
| step | area (sq um) | total power, mW | hold WS, ps | setup WS, ps | util (%) |
|---|---|---|---|---|---|
| CTS | 1260 | 0.448 | 5740 | 1860 | 18.4 |
| detailed placement | 1260 | 0.446 | 5730 | 1870 | 18.4 |
| global placement | 1260 | 0.445 | 5730 | 1890 | 18.4 |
| floorplan | 768 | 0.235 | 4720 | 3010 | - |
| finish | 1260 | 0.427 | 5730 | 1920 | 18.4 |
| global route | 1260 | 0.494 | 5770 | 1730 | 18.4 |
-- cell usage in the layout (no fill, tap or decap), drive strengths merged --
cell           netlist  layout
clkdlybuf4s50        0      37
inv                 36      36
fa                  24      24
ha                   7       7
nor2                 2       2
a21oi                2       2
xnor2                2       2
nand2b               1       1
xor2                 1       1
a21o                 1       1
-- layout make-up --
class,count,area [sq um]
fillers,775,5570
inverters,36,135
multi-input cells,40,633
well taps,96,120
repair buffers,37,370
-- power breakdown --
| part | switching [mW] | total [mW] | internal, mW |
|---|---|---|---|
| Sequential | 0 | 0 | 0 |
| Combinational | 0.164 | 0.427 | 0.264 |
| Clock | 0 | 0 | 0 |
-- logic make-up after synthesis --
| family | Yosys count | synth area share (%) |
|---|---|---|
| buffers and inverters | 36 | 17.6 |
| AND-OR/OR-AND | 3 | 3.26 |
| AND/OR/NAND/NOR | 3 | 1.79 |
| adder cells (fa/ha/maj) | 31 | 73.9 |
| XOR/XNOR | 3 | 3.42 |
Power figures rest on the tool's default switching activity, not on a simulated workload.
